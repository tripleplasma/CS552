### flow/constraint.sdc
current_design wb

set clk_period 1.0
set clk_io_pct 0.2

create_clock -name clk0 -period $clk_period

set non_clock_inputs [all_inputs -no_clocks]
set_input_delay [expr $clk_period * $clk_io_pct] -clock clk0 $non_clock_inputs
set_output_delay [expr $clk_period * $clk_io_pct] -clock clk0 [all_outputs]
### flow/design.v
`default_nettype none
module wb (readData, addr, nextPC, memToReg, link, writeData);
   input wire    [15:0]   readData;    
   input wire    [15:0]   addr;        
   input wire    [15:0]   nextPC;      
   input wire             memToReg;    
   input wire             link;        
   output wire   [15:0]   writeData;   
   assign writeData = (link) ? nextPC : ((memToReg) ? readData : addr); 
endmodule
`default_nettype wire
### flow/run.sh
#!/bin/bash
# OpenROAD 26Q1-2900-gdf79404cd8, Yosys 0.63+post, stock flow scripts
make -C /OpenROAD-flow-scripts/flow DESIGN_CONFIG=/design/flow/config.mk WORK_HOME=/design/flow/orfs finish
### flow/config.mk
export PLATFORM = sky130hd
export DESIGN_NAME = wb
export DESIGN_NICKNAME = wb
export VERILOG_FILES = /design/flow/design.v
export SDC_FILE = /design/flow/constraint.sdc
export NUM_CORES = 4
export LEC_CHECK = 1
export CORE_AREA = 10 10 70 70
export DIE_AREA = 0 0 80 80
==> CHANGELOG.md <==
## Implementation

- Crit path DRT: about 800 ps
- Finished Cell Area: 957.2 sq um
- Setup CP Type: in -> out
- VDD IR-drop max: between 0.00008 and 0.00009 V
- Die Area: ~0.0064 sq mm
- Most numerous logic cell after layout: dlygate4sd2_1
- # IOs: between 60 and 70
- Max stage delay on crit path: 150 ps
- Routed wire length per instance: 13.25 um
- Area leader, netlist: mux2i_1
- Row cnt: 21
- Setup bufs post-CTS: 0
- Final setup viols: 0
- Core outline area: around 0.0034 sq mm
- Leak: 0.5239 nW
- RSZ-0062 raised after global routing: yes
- Post-synth top area share: 46.38%
- 1st-iter DRT viols: 2
- Power Density: 338.0 mW/mm^2
- Slowest CP cell: buf_4
- Synthesized cell area: 345.3 sq um
- Max Cap Violations: 0
- Filler Cells Inserted: 410
- Final Util: between 20 and 30%
- Drt total wl: 2213 um
- Die height: 80 um
- Initial antenna violation count: 0
- Final hold violations: 0
- Antenna Cells: 0
- DP Wirelength: 1872 um
- Largest net degree at the start of global routing: 10
- First-pass GRT wire length: 3477 um
- Via/cell ratio: 3.719
- Overall Global Routing Usage: 6.488%
- Post-route ant nets: 0
- Dpl cell area: 0.001049 sq mm
- FMAX: 1006 MHz
- Startpoint Class: primary input
- Min Tclk post-route: 993.8 ps
- Synth Seq Share: 0%
- Tcrit/Tclk final: 99.38%
- Mapped Avg Cell Area: 6.516 sq um
- Top Layout Cells: 48 x dlygate4sd2_1, 17 x buf_2, 16 x mux2i_1, 16 x nand2_1, 16 x o21ai_1
- Layout cell share with drive strength beyond 1: 20.66%
- Vias in the first global route: ~660
- Outcome: complete, no violations
- OpenROAD warnings: 34
- Yosys stat area: 345.3 sq um
- WP data arrival: 790 ps
- DRC viols: 0
- Worst setup EP type: output pin
- Die W: 80 um
- Pre-Repair DR Iteration Count: 3
- Fp util: 10.11%
- Area Growth Syn to Fin: 177.2%
- Detailed-route via count: roughly 620
- Area contributors post-synth: mux2i_1 46%, nand2_1 17%, o21ai_1 14%, o21ai_0 8.7%, buf_12 5.8%
- # clk buffers: 0
- I/O Buffers: approximately 66
- Worst-path maximum fanout: 4
- Placer Congestion: slightly below 0.8
- CP cell instances: buf_8 > buf_4 > mux2i_1 > o21ai_1 > buf_2
- Flip-flops: 0
- Worst-case headroom to the max-slew limit: 90.42%
- Register area: 0 sq um
- Ys cells: 53
- Ys Warns: 0
- Grt ovf: 0
- Post-synth cell types: 8
- Actual slew at the worst max-slew pin: about 140 ps
- Cell count after synthesis: approximately 53
- Max-slew violation count: 0
- Hold Path Class: in -> out
-- cells in the mapped netlist --
master and instances:
o21ai_1 10, mux2i_1 16, buf_2 2, buf_12 1, buf_6 1, clkbuf_1 1, nand2_1 16, o21ai_0 6
-- stage by stage --
| step | TNS [ps] | hold WS, ps | cells | power (mW) | setup slack [ps] |
|---|---|---|---|---|---|
| 4_1_cts | -79.09 | 785.2 | 167 | 0.3335 | -24.76 |
| 2_1_floorplan | 0 | 434.9 | 53 | 0.1053 | 129.2 |
| 6_report | 0 | 780.4 | 167 | 0.3235 | 6.218 |
| 5_1_grt | -610.2 | 795.5 | 167 | 0.3639 | -64.74 |
| 3_3_place_gp | -12470 | 1308 | 164 | 0.4184 | -806.4 |
| 3_5_place_dp | -12710 | 1308 | 164 | 0.4235 | -820.9 |
-- layer usage --
metal  up-vias  GRT usage, %  wire [um]
li1        324             -          -
met1       262         8.306        953
met4         0             0          0
met2        35         11.00       1048
met3         0         2.045        211
met5         -             0          0
-- worst max-delay path, delay by kind of cell --
family          cells  cell delay (ps)
buf+inv             3              360
mux                 1              110
compound gates      1              120
-- final cells by class --
cell class         count  area (sq um)  area share [%]
well taps             46         57.56           6.013
multi-input cells     48         300.3           31.37
repair buffers        73         599.3           62.61
-- kinds of logic after synthesis --
kind of cell    after synthesis  share of synthesized area (%)
buf+inv                       5                          13.04
simple gates                 16                          17.39
compound gates               16                          23.19
mux                          16                          46.38
-- repair_timing --
action	in CTS	in global routing
hold buffers	0	0
hold endpoints to repair	0	0
pin swaps	21	8
gates resized	123	0
endpoints found under the setup margin	16	16
cloned	3	0
-- where the power goes --
part	switching, mW	leakage, nW	internal [mW]	total, mW
registers	0	0	0	0
clock network	0	0	0	0
logic	0.109	0.524	0.215	0.324
-- final timing paths --
path  startpoint  slack (ps)             to  cells past startpoint
max     memToReg           6   writeData[8]                      5
min   nextPC[11]         780  writeData[11]                      4
No activity file was given, so power comes from the tool's default toggle rates.
