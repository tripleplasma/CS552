**flow/run.sh**
```bash
#!/bin/bash
# OpenROAD 26Q1-2900-gdf79404cd8, Yosys 0.63+post, stock flow scripts
make -C /OpenROAD-flow-scripts/flow DESIGN_CONFIG=/design/flow/config.mk WORK_HOME=/design/flow/orfs finish
```
**flow/design.v**
```verilog
`default_nettype none
module alu_control (opcode, extension, aluOp);
   input wire [4:0]    opcode;         
   input wire [1:0]    extension;      
   output wire [3:0]   aluOp;       
   assign aluOp =
                    (opcode[4:2] == 3'b010)     ?                
                    (opcode[1:0] == 2'b00)      ?   4'b0100 :    
                    (opcode[1:0] == 2'b01)      ?   4'b0101 :    
                    (opcode[1:0] == 2'b10)      ?   4'b0110 :    
                    4'b0111                     :                
                    (opcode[4:2] == 3'b101)     ?                
                    (opcode[1:0] == 2'b00)      ?   4'b0000 :    
                    (opcode[1:0] == 2'b01)      ?   4'b0001 :    
                    (opcode[1:0] == 2'b10)      ?   4'b0010 :    
                    4'b0011                     :                
                    (opcode[4:1] == 4'b1000)    ?   4'b0100 :    
                    (opcode == 5'b10011)        ?   4'b0100 :    
                    (opcode == 5'b11001)        ?   4'b1110 :    
                    (opcode == 5'b11011)        ?                
                    (extension == 2'b00)        ?   4'b0100 :    
                    (extension == 2'b01)        ?   4'b0101 :    
                    (extension == 2'b10)        ?   4'b0110 :    
                    4'b0111                     :                
                    (opcode == 5'b11010)        ?                
                    (extension == 2'b00)        ?   4'b0000 :    
                    (extension == 2'b01)        ?   4'b0001 :    
                    (extension == 2'b10)        ?   4'b0010 :    
                    4'b0011                     :                
                    (opcode[4:2] == 3'b111)     ?                
                    (opcode[1:0] == 2'b00)      ?   4'b1000 :    
                    (opcode[1:0] == 2'b01)      ?   4'b1001 :    
                    (opcode[1:0] == 2'b10)      ?   4'b1010 :    
                    4'b1100                     :                
                    (opcode == 5'b10010)        ?   4'b1111 :    
                    (opcode[4:2] == 3'b001)     ?   4'b0100 :    
                    4'b1101;                                     
endmodule
`default_nettype wire
```
**flow/config.mk**
```make
export PLATFORM = sky130hd
export DESIGN_NAME = alu_control
export DESIGN_NICKNAME = alu_control
export VERILOG_FILES = /design/flow/design.v
export SDC_FILE = /design/flow/constraint.sdc
export NUM_CORES = 4
export LEC_CHECK = 1
export CORE_AREA = 10 10 70 70
export DIE_AREA = 0 0 80 80
```
**flow/constraint.sdc**
```tcl
current_design alu_control

set clk_period 1.5
set clk_io_pct 0.2

create_clock -name clk0 -period $clk_period

set non_clock_inputs [all_inputs -no_clocks]
set_input_delay [expr $clk_period * $clk_io_pct] -clock clk0 $non_clock_inputs
set_output_delay [expr $clk_period * $clk_io_pct] -clock clk0 [all_outputs]
```
==> qor.csv <==
metric;value;unit
synthesized cell area;153;µm²
Worst EP required;1.20;ns
fin. max-slew vios;0;
Mapped Cells;27;
critical path's largest stage delay;0.14;ns
Worst Max-Slew Pin Slew;0.225;ns
design area;342;µm²
Fin. Hold Viols;0;
Setup CP Type;primary input to output port;
Layout Cells excl Fill;89;
OpenROAD warnings;32;
Slowest cell on crit path;buf_4;
Routability Congestion;0.785;
Vias;241;
antenna cells;0;
crit end category;output port;
register area share after synthesis;0;
final setup fails;0;
Post-CTS Hold Fix Bufs;0;
antenna violations before repair;0;
number of global-route vias before repair;219;
run status;complete, no violations;
first-pass GRT wire length;1120;µm
flop count;0;
DP Cell Count;89;
Fin Setup TNS;0;ns
vias per inst;2.71;
Congestion Overflow GR;0;
Critical Path AT;1.10;ns
Chip Area;0.00640;mm²
CORE AREA;0.00342;mm²
first-pass iteration count of the detailed router;4;
Max Cap Viol;0;
Sequential Area;0;µm²
share of cells above drive strength 1;0.395;
Die X;80;µm
Yosys Instances;27;
Layout area overhead;124;%
Post-CTS Setup Inserts;0;
Ports;11;
die height;80;µm
Min-Delay Path Class;primary input to output port;
final core occ;0.100;
worst-path fanout max;5;
Final Power;0.0772;mW
Final period util;0.932;
PortBufs;11;
dpl hpwl;550;µm
clock buffers;0;
total track usage;0.0210;
DRC;0;
worst vdd ir;0.0364;mV
Syn. warnings;0;
RSZ-0062 raised after global routing;no;
Routed Antenna Nets;0;
wire per inst;7.76;µm
Distinct lib cells used;15;
CP Launch Type;primary input;
synthesis area per yosys;153;µm²
Final min period;1.40;ns
mean area per synthesized cell;5.65;µm²
row count;21;
cell breakdown of the critical path;buf_2 -> buf_4 -> a21boi_1 -> o21ai_1 -> o21ai_1 -> o2bb2ai_1 -> buf_2;
starting density of the core;0.0447;
LEAKAGE;0.151;nW
Slew HR;0.849;
placed inst area;358;µm²
Peak Freq;0.715;GHz
PwrDens;226;mW/mm²
Iter 0 DRT Violations;17;
largest net degree at the start of global routing;8;
drt total wl;691;µm
==> layout by cell type, fill, tap and decap left out, drive strengths merged <==
| cell | Yosys | layout |
|---|---|---|
| o21ai | 5 | 5 |
| nand2b | 3 | 3 |
| buf | 0 | 12 |
| nor2 | 3 | 3 |
| a21boi | 2 | 2 |
| nor3 | 1 | 1 |
| and2b | 1 | 1 |
| dlygate4sd2 | 0 | 3 |
| o2bb2ai | 1 | 1 |
| nand2 | 5 | 5 |
| dlymetal6s2s | 0 | 1 |
| nor2b | 1 | 1 |
| a21oi | 3 | 3 |
| o31ai | 1 | 1 |
| inv | 1 | 1 |
==> final cells by class <==
type                            instances  area, µm²
Fill cell                             413       3070
Multi-Input combinational cell         26        164
Timing Repair Buffer                   16        116
Tap cell                               46       57.6
Inverter                                1       3.75
==> routing by layer <==
| metal | GRT usage | wire length (µm) |
|---|---|---|
| met1 | 0.0336 | 363 |
| met2 | 0.0297 | 266 |
| met3 | 0.00341 | 61 |
| met4 | 0 | 0 |
| met5 | 0 | 0 |
==> synthesized netlist by cell type <==
master | instances | area [µm²]
nand2_1 | 4 | 15.0
o31ai_1 | 1 | 7.51
nand2b_1 | 2 | 12.5
nor3_1 | 1 | 5.00
and2b_1 | 1 | 7.51
nand2b_4 | 1 | 13.8
a21boi_0 | 1 | 7.51
o2bb2ai_1 | 1 | 8.76
nand2_2 | 1 | 6.26
nor2b_1 | 1 | 6.26
inv_1 | 1 | 3.75
nor2_1 | 3 | 11.3
a21oi_1 | 3 | 15.0
o21ai_0 | 5 | 25.0
a21boi_1 | 1 | 7.51
==> timing repair <==
item,CTS,global route
pin swaps,4,2
hold endpoints to repair,0,0
resized,34,4
setup endpoints to repair,4,2
==> stage by stage <==
stage	worst slack, ns	hold WS [ns]
after global placement	-0.721	1.66
after detailed placement	-0.721	1.65
after floorplan	0.485	0.615
final	0.101	0.939
after CTS	0.0282	0.936
after global routing	0.00842	0.959
==> report_power, final <==
part	switching [mW]	internal, mW
clock network	0	0
registers	0	0
logic	0.0341	0.0431
total	0.0341	0.0431
==> cells by family (layout without fill, tap and decap cells) <==
| family | count (synthesis) | in the layout | synth area share |
|---|---|---|---|
| AND/OR/NAND/NOR | 14 | 14 | 0.508 |
| AND-OR/OR-AND | 12 | 12 | 0.467 |
| buffers and inverters | 1 | 17 | 0.0246 |
==> path summary, 6_finish.rpt <==
check / start / to / slack [ns] / depth (start not counted)
setup / recovery: opcode[0] / aluOp[1] / 0.10 / 7
hold / removal: opcode[1] / aluOp[1] / 0.94 / 3
==> critical path, delay by kind of cell <==
kind                   cells  cell delay, ns
AOI/OAI and AO/OA          4            0.41
buffers and inverters      3            0.38
No activity file was given, so power comes from the tool's default toggle rates.
