==> design/flow/design.v <==
module control(opcode, halt, jumpImm, link, regDst, jump, branch, memRead, memToReg, memWrite, aluSrc, regWrite, immExtSel, invB, exception);
    input [4:0] opcode;
    output halt, jumpImm, link, jump, memRead, memToReg, memWrite, aluSrc, regWrite, invB, exception;
    output [1:0] regDst;
    output [2:0] branch;
    output [2:0] immExtSel;
    assign halt = (opcode == 5'b0_0000) ? 1'b1 : 1'b0;
    assign jumpImm = (opcode[4:2] == 3'b001 & opcode[0] == 1'b1) ? 1'b1 : 1'b0;
    assign link = (opcode[4:1] == 4'b0011) ? 1'b1 : 1'b0;
    assign regDst = (opcode[4:1] == 4'b0011) ? 2'b11 : 
                    (opcode[4:1] == 4'b1001 | opcode == 5'b1_1000) ? 2'b10 : 
                    (opcode[4:2] == 3'b010 | opcode[4:2] == 3'b101 | opcode == 5'b1_0001) ? 2'b01 :
                    2'b00;
    assign jump = (opcode[4:2] == 3'b001) ? 1'b1 : 1'b0;
    assign branch = (opcode[4:2] == 3'b011) ? opcode[2:0] : 3'b000;
    assign memRead = (opcode == 5'b1_0001) ? 1'b1 : 1'b0;
    assign memToReg = (opcode == 5'b1_0001) ? 1'b1 : 1'b0;
    assign memWrite = (opcode == 5'b1_0000 | opcode == 5'b1_0011) ? 1'b1 : 1'b0;
    assign aluSrc = (opcode[4:2] == 3'b010 | opcode[4:2] == 3'b101 | opcode[4:2] == 3'b100 | opcode == 5'b11000 | opcode == 5'b10010) ? 1'b1 : 1'b0;  
    assign regWrite = (opcode[4:2] == 3'b010 | opcode[4:2] == 3'b101 | opcode == 5'b1_0001 | opcode == 4'b1001 | opcode[4:2] == 3'b110 | opcode[4:2] == 3'b111 | opcode[4:1] == 4'b1001 | opcode == 5'b00110 | opcode == 5'b00111) ? 1'b1 : 1'b0;
    assign immExtSel =  (opcode[4:2] == 3'b001 & opcode[0] == 1'b0) ? 3'b100 :
                        (opcode[4:2] == 3'b011 | opcode == 5'b1_1000 | (opcode[4:2] == 3'b001 & opcode[0] == 1'b1)) ? 3'b011 :
                        (opcode == 5'b1_0010) ? 3'b010 : 
                        (opcode[4:1] == 4'b0101) ? 3'b000 :
                        3'b001;
    assign invB = (opcode == 5'b0_1011) ? 1'b1 : 1'b0;
    assign exception = (opcode[4:2] == 3'b000) ? 1'b1 : 1'b0;  
endmodule
==> design/flow/run.sh <==
#!/bin/bash
# OpenROAD 26Q1-2900-gdf79404cd8, Yosys 0.63+post, stock flow scripts
make -C /OpenROAD-flow-scripts/flow DESIGN_CONFIG=/design/flow/config.mk WORK_HOME=/design/flow/orfs finish
==> design/flow/config.mk <==
export PLATFORM = sky130hd
export DESIGN_NAME = control
export DESIGN_NICKNAME = control
export VERILOG_FILES = /design/flow/design.v
export SDC_FILE = /design/flow/constraint.sdc
export NUM_CORES = 4
export LEC_CHECK = 1
export CORE_AREA = 10 10 70 70
export DIE_AREA = 0 0 80 80
==> design/flow/constraint.sdc <==
current_design control

set clk_period 2.2
set clk_io_pct 0.2

create_clock -name clk0 -period $clk_period

set non_clock_inputs [all_inputs -no_clocks]
set_input_delay [expr $clk_period * $clk_io_pct] -clock clk0 $non_clock_inputs
set_output_delay [expr $clk_period * $clk_io_pct] -clock clk0 [all_outputs]
==> out/qor.txt <==
Initial detailed-routing violation count = 13
Seq. cell area = 0 µm²
DRC errors left = 0
Yosys cell count = 45
Post-synth seq share = 0%
Worst-Margin Slew = 232 ps
Synthesized area = 340 µm²
WP data required = 1760 ps
Die area = 6400 µm²
Initial antenna violation count = 0
Fin. Hold Viols = 0
Capturing element type of the critical path = primary output
Dominant cell area share = 13.2%
Setup TNS = 0 ps
WHS = 1320 ps
Standard-cell rows = 21
Compound Share, Synth = 16.9%
Hold EP = regWrite
Syn avg cell area = 7.56 µm²
Yosys simple share = 56.6%
Comb gate area = 329 µm²
Vias in the first global route = 403
PwrDens = 152 nW/µm²
Via count of the routed design = 441
Post-Synthesis Cells = 45
XOR/XNOR Fraction of Synth Area = 5.15%
First-pass GRT wire length = 2080 µm
GR Util All Layers = 3.93%
Core Area = 3420 µm²
Fill cell count = 384
Largest logic family = simple AND/OR/NAND/NOR gates
Share of layout cells above drive strength 1 = 39.5%
Final Setup Violations = 0
Run status = completed
Fp util = 9.96%
Die x size = 80 µm
Vias per inst = 3.61
Setup ws final = 52.0 ps
Post-synth area hogs = nor4b_2, buf_6, nor3_2
Power Total = 0.111 mW
Leakage dissipation = 0.313 nW
Final instance area = 734 µm²
Critical Path Start Type = input port
Post-CTS Hold Buffers = 0
Critical path class = in2out
RD Place Congestion = 0.757
# clk buffers = 0
Chip Area, Yosys = 340 µm²
MaxCap Viol Count = 0
Period minus WS final = 2150 ps
Worst Path Arrival = 1710 ps
Unrepaired setup endpoints after global routing = yes
Die Span Y = 80 µm
Detail Route Antenna Nets = 0
Top Ports = 24
MUX area fraction = 2.94%
Placement Setup Slack = -306 ps
IO Port Bufs = 24
Detailed Route WL = 1380 µm
Synth Warn # = 0
Adder Area Share = 0%
Area delta synth->final = 116%
Tool warning count = 34
Registers = 0
Cell Type Count = 27
Max-slew violation count = 0
Hpwl dp = 1080 µm
Worst hold start = opcode[2]
Wirelength per Cell = 11.3 µm
Relative slew slack = 84.5%
Post-placement cell area = 674 µm²
VDD IR max = 66.7 µV
Worst Hold Depth = 4
Diode count = 0
Hold Crit Class = in2out
Crit Path Max Fanout = 16
Leading area contributor after synthesis = nor4b_2
Most frequent cells after synthesis = nand2_1, nor2_1, buf_6, nor4b_2
Highest Clock Rate = 466 MHz
Ratio of final minimum period to clock period = 97.6%
Global route total overflow = 0
Pin count of the biggest net entering global routing = 17
Drt pass-1 iters = 4
cells in the final DEF (no fill, tap or decap), drive strengths merged, types with 2 or more instances in the layout:
cell type,instances
and3,2
and3b,2
buf,14
clkbuf,4
clkdlybuf4s50,16
dlygate4sd2,2
dlymetal6s2s,2
nand2,4
nand2b,2
nor2,5
nor3,4
nor4b,3
xnor2,2
worst max-delay path, stage by stage:
cell and delay (ps):
dlygate4sd2_1 260, buf_12 150, nor2_4 140, and4_4 240, clkdlybuf4s50_1 470
layout make-up:
type	count	area share [%]
multi-input combinational	37	44.8
timing repair buffer	38	46.8
inverter	1	0.511
tap	46	7.84
worst max path at each step:
stage / start / to / slack (ps)
global route: opcode[3] / aluSrc / -20
CTS: opcode[4] / immExtSel[2] / -30
finish: opcode[3] / memToReg / 50
metrics by stage:
step | cells | utilization (%)
2_1_floorplan | 45 | -
3_3_place_gp | 119 | 19.7
3_5_place_dp | 119 | 19.7
4_1_cts | 121 | 20.7
5_1_grt | 122 | 21.5
6_report | 122 | 21.5
cells by family after synthesis:
kind of cell,after synthesis
xor+xnor,2
buf+inv,8
mux,1
simple gates,27
compound gates,7
power breakdown:
| group | internal [mW] | total [mW] | leakage [nW] | switching, mW |
|---|---|---|---|---|
| logic | 0.0649 | 0.111 | 0.313 | 0.0465 |
| clock network | 0 | 0 | 0 | 0 |
| registers | 0 | 0 | 0 | 0 |
| total | 0.0649 | 0.111 | 0.313 | 0.0465 |
routing by layer:
layer  GRT usage (%)  part of all wire (%)  vias to the layer above
met4               0                     0                        0
li1                -                     -                      228
met2            5.30                    38                       19
met5               0                     0                        -
met3            1.59                    11                        0
met1            5.94                    51                      194
repair_timing:
action                                  CTS  global route
resized                                  11            16
endpoints found under the hold margin     0             0
endpoints found under the setup margin   19            15
cloned                                    0             0
pin swaps                                 1             3
setup buffers                             2             1
Power is estimated from default activity; no workload was simulated.
