### /design/flow/config.mk
export PLATFORM = sky130hd
export DESIGN_NAME = execute_forwarding
export DESIGN_NICKNAME = execute_forwarding
export VERILOG_FILES = /design/flow/design.v
export SDC_FILE = /design/flow/constraint.sdc
export NUM_CORES = 4
export LEC_CHECK = 1
export CORE_AREA = 10 10 92 92
export DIE_AREA = 0 0 102 102
### /design/flow/constraint.sdc
current_design execute_forwarding

set clk_period 6.3
set clk_io_pct 0.2

create_clock -name clk0 -period $clk_period

set non_clock_inputs [all_inputs -no_clocks]
set_input_delay [expr $clk_period * $clk_io_pct] -clock clk0 $non_clock_inputs
set_output_delay [expr $clk_period * $clk_io_pct] -clock clk0 [all_outputs]
### /design/flow/design.v
module execute_forwarding(
                            opcode_m, opcode_wb,
                            read1RegSel_e, read2RegSel_e,
                            writeRegSel_m, aluOut_m, 
                            writeRegSel_wb, writeData_wb,
                            read1Data_e, read2Data_e,  
                            read1ForwardData_e,
                            read2ForwardData_e
                            );
    input wire[2:0] read1RegSel_e, read2RegSel_e;
    input wire[15:0] read1Data_e, read2Data_e;
    input wire[3:0] writeRegSel_m, writeRegSel_wb;
    input wire[4:0] opcode_m, opcode_wb;
    input wire[15:0] aluOut_m, writeData_wb; 
    output wire[15:0] read1ForwardData_e, read2ForwardData_e;
    wire canExExForward1 = (read1RegSel_e == writeRegSel_m) & (opcode_m != 5'b10000);
    wire canExExForward2 = (read2RegSel_e == writeRegSel_m) & (opcode_m != 5'b10000);
    wire canMemExForward1 = (read1RegSel_e == writeRegSel_wb) & (opcode_wb != 5'b10000);
    wire canMemExForward2 = (read2RegSel_e == writeRegSel_wb) & (opcode_wb != 5'b10000);
    assign read1ForwardData_e = canExExForward1 ? (aluOut_m) : (canMemExForward1 ? (writeData_wb) : read1Data_e);
    assign read2ForwardData_e = canExExForward2 ? (aluOut_m) : (canMemExForward2 ? (writeData_wb) : read2Data_e);
endmodule
### /design/flow/run.sh
#!/bin/bash
# OpenROAD 26Q1-2900-gdf79404cd8, Yosys 0.63+post, stock flow scripts
make -C /OpenROAD-flow-scripts/flow DESIGN_CONFIG=/design/flow/config.mk WORK_HOME=/design/flow/orfs finish
==> flow_summary.ini <==
; implementation run metrics
[outcome]
outcome = completed

[yosys]
synthAdderAreaFrac = 0
syn_area_um2 = 1085
syn_inst = 172
postSynthSeqShare = 0
synth.distinct_cells = 24
yosys_warnings = 0
syn-mean-instance-area_um2 = 6.307
ys_sh_mux = 0
ys_sh_xor = 0.09689
synth-cells-yosys = 172
ys_sh_simple = 0.3933
ys_top_logic_family = simple AND/OR/NAND/NOR gates
yosysChipArea_um2 = 1085
synth-compound-area-share = 0.3622

[final_timing]
tns_ns = 0
worstMarginPinSlew_ns = 0.7257
setup_viol = 0
fmax_ghz = 0.2005
fin_crit_sh = 0.7917
slew_viol_final = 0
finalWorstPathRequiredPeriod_ns = 4.988
hold_violations = 0
relSlewSlack = 0.5146
setup_slack_ns = 1.312
rsz0062_at_grt = no
hold-worst-slack_ns = 3.477

[drt]
routed_via_density = 5.025
antenna-diode-count = 0
first_pass_iters = 4
detail_route.wl_per_cell_um = 18.84
drt-initial-drc-count = 128
vias = 1774
ant_nets = 0
routed_wl_mm = 6.652
drc_errors = 0

[grt]
antenna_found_initial = 0
grt-ovfl-total = 0
grt_pass1_vias = 1833
grt_max_degree = 33
met2_usage = 0.2069
grt_pass1_wl_mm = 10.21
grt_use_met1 = 0.1548
grt_usage = 0.1226
top_usage_layer = met2
met3_usage = 0.04090

[placed_design]
hpwlAfterDp_mm = 5.320
dpl-instance-area_um2 = 2248
numPortBuffers = 120
dp_slack_ns = 1.299
globalplace.congestion = 0.8488

[die]
dieArea_um2 = 10400
ios = 120
core-area_um2 = 6459
die_w_um = 102
die_y_um = 102
initial_core_util = 0.1680
rows = 29

[flow_run]
warnings = 32
drv_cap = 0

[power]
clkPwrFrac = 0
switching_share = 0.3909
comb_power_share = 1.000
total_leakage_power_nw = 0.6884
pwr_density_cell_nw_per_um2 = 79.38
ir_drop_mv = 0.05322
p_switching_mw = 0.06976
power.share.sequential = 0
p_int_mw = 0.1087

[critical_path]
arrival_ns = 3.73
crit_type = input port to output pin
crit_path_max_fanout = 19
end_kind = output pin
worst_setup_path_start_kind = input port
crit_required_ns = 5.04

[final_layout]
seqCellArea_um2 = 0
fin_area_um2 = 2248
drive_above_1_share = 0.04710
area_growth_pct = 107.3
num-clock-buffers = 0
fillers = 675
ff_count = 0

[hold_path]
hold_path.class = input port to output pin

[clock_tree]
ctsResizeCount = 0
post-cts-setup-buffer-count = 0
cts_hold_buffers = 0
==> stage by stage <==
stage / utilization / cells / total power [mW]
after detailed placement: 0.3481 / 353 / 0.1792
after CTS: 0.3481 / 353 / 0.1804
final: 0.3481 / 353 / 0.1785
after global routing: 0.3481 / 353 / 0.1941
after floorplan: - / 172 / 0.06355
after global placement: 0.3481 / 353 / 0.1798
==> cell type report <==
| class | instances | area (um2) | area share |
|---|---|---|---|
| well taps | 77 | 96.34 | 0.04285 |
| multi-input cells | 153 | 928.4 | 0.4129 |
| repair buffers | 123 | 1224 | 0.5442 |
==> per-layer routing <==
layer / routed length [um] / vias to the layer above
met5: 0 / -
met4: 54 / 0
met3: 663 / 4
met2: 3278 / 87
met1: 2656 / 797
li1: - / 886
==> worst max-delay path, cell delays in order <==
cell and delay (ns):
clkdlybuf4s50_1 0.42, nor4_2 0.35, a21o_1 0.55, buf_4 0.30, o21ai_0 0.12, a31oi_1 0.22, clkdlybuf4s50_1 0.51
==> worst paths after layout <==
path | to | cells past startpoint | startpoint | slack, ns
worst max-delay path | read2ForwardData_e[3] | 7 | opcode_wb[1] | 1.31
worst min-delay path | read2ForwardData_e[6] | 4 | read2Data_e[6] | 3.48
==> synthesized netlist by cell type (all sizes together) <==
cell,instances,area (um2)
xor2,6,52.55
nand3,34,180.2
xnor2,6,52.55
a21oi,1,5.000
or3,2,22.52
a21o,2,15.01
nor3,34,192.7
a31oi,32,212.7
buf,13,115.1
clkbuf,5,32.52
nor4,2,18.77
o21ai,32,160.2
or2,2,12.51
dlymetal6s2s,1,12.51
==> power groups by stage <==
stage	Combinational, mW	Clock (mW)	Sequential (mW)
CTS	0.180	0	0
global route	0.194	0	0
finish	0.178	0	0
==> kinds of logic after synthesis <==
group	count (synthesis)
AND/OR/NAND/NOR	74
AND-OR/OR-AND	67
buffers and inverters	19
XOR/XNOR	12
==> placed cells by master, fill, tap and decap left out <==
cell | synthesis | routed
a21o_1 | 2 | 2
a21oi_2 | 0 | 1
a31oi_1 | 30 | 30
a31oi_2 | 2 | 2
buf_4 | 1 | 3
clkdlybuf4s50_1 | 0 | 120
nand3_1 | 32 | 32
nand3_2 | 2 | 2
nor3_1 | 32 | 32
nor3_4 | 2 | 2
nor4_1 | 1 | 1
nor4_2 | 1 | 1
o21ai_0 | 12 | 12
o21ai_1 | 20 | 20
or2_1 | 2 | 2
or3_4 | 2 | 2
xnor2_1 | 6 | 6
xor2_1 | 6 | 6
Power is estimated from default activity; no workload was simulated.
