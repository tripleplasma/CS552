### ./config.mk
export PLATFORM = sky130hd
export DESIGN_NAME = execute
export DESIGN_NICKNAME = execute
export VERILOG_FILES = /design/flow/design.v
export SDC_FILE = /design/flow/constraint.sdc
export NUM_CORES = 4
export LEC_CHECK = 1
export CORE_UTILIZATION = 30
### ./constraint.sdc
current_design execute

set clk_period 12.1
set clk_io_pct 0.2

create_clock -name clk0 -period $clk_period

set non_clock_inputs [all_inputs -no_clocks]
set_input_delay [expr $clk_period * $clk_io_pct] -clock clk0 $non_clock_inputs
set_output_delay [expr $clk_period * $clk_io_pct] -clock clk0 [all_outputs]
### ./design.v
module alu (InA, InB, Oper, Out, zf, sf, of, cf);
    parameter OPERAND_WIDTH = 16;    
    parameter NUM_OPERATIONS = 4;
    input  [OPERAND_WIDTH-1:0]  InA ;  
    input  [OPERAND_WIDTH-1:0]  InB ;  
    input  [NUM_OPERATIONS-1:0] Oper;  
    output [OPERAND_WIDTH-1:0]  Out ;  
    output                      of  ;  
    output                      sf  ;  
    output                      zf  ;  
    output                      cf  ;  
    wire [OPERAND_WIDTH-1:0] A_int, B_int, btr;
    wire [OPERAND_WIDTH-1:0] shift_result, sum, xor_result, andn_result;
    wire [3:0]               ShAmt;
    wire Cin, sign;
    wire [1:0]               shifterOper;
    assign sign = (Oper == 4'b1111) ? 1'b0 : 1'b1;
    assign A_int = (Oper == 4'b0101 | Oper[3:2] == 4'b10) ? ~InA : InA;
    assign Cin = (Oper == 4'b0101 | Oper[3:2] == 4'b10) ? 1'b1 : 1'b0;
    assign B_int = (Oper == 4'b0111) ? ~InB :
                   (Oper == 4'b1101) ? {OPERAND_WIDTH{1'b0}} : 
                   InB;
    assign ShAmt = (Oper == 4'b1111) ? 4'b1000 : B_int[3:0];
    assign shifterOper = (Oper == 4'b1111) ? 2'b01 : Oper[1:0];
    shifter iSHIFTER(.In(A_int), .ShAmt(ShAmt), .Oper(shifterOper), .Out(shift_result));
    cla_16b iCLA_16b(.sum(sum), .c_out(cf),.a(A_int), .b(B_int), .c_in(Cin));
    assign xor_result  = A_int ^ B_int;
    assign andn_result = A_int & B_int;
    overflow iOVERFLOW(.A(A_int), .B(B_int), .sum(sum), .carry_out(cf), .Oper(Oper), .sign(sign), .of(of));
    assign zf = (sum == 16'b0) ? 1'b1 : 1'b0;
    assign sf = (of) ? ((InA[OPERAND_WIDTH-1]) ? 1'b0 : 1'b1) : sum[OPERAND_WIDTH-1];
    assign btr = {InA[0], InA[1], InA[2], InA[3], InA[4], InA[5], InA[6], InA[7], InA[8], InA[9], InA[10], InA[11], InA[12], InA[13], InA[14], InA[15]};
    assign Out =    (Oper[3] == 0)          ?                            
                    (Oper[2] == 0)          ? shift_result :             
                    (Oper[2:0] == 3'b100)   ? sum :                      
                    (Oper[2:0] == 3'b101)   ? sum :                      
                    (Oper[2:0] == 3'b110)   ? xor_result :               
                    andn_result             :                            
                    (Oper[2:0] == 3'b000)   ? {15'b0, zf} :              
                    (Oper[2:0] == 3'b001)   ? {15'b0, (~zf & ~sf)} :     
                    (Oper[2:0] == 3'b010)   ? {15'b0, (zf | ~sf)} :      
                    (Oper[2:0] == 3'b100)   ? {15'b0, cf} :              
                    (Oper[2:0] == 3'b101)   ? InB :                      
                    (Oper[2:0] == 3'b110)   ? btr :                      
                    (shift_result | InB);                                
endmodule
module carry_1b(a, b, c_in, c_out);
    input a;
    input b;
    input c_in;
    output c_out;
    wire g, p;
    assign g = a & b;     
    assign p = a | b;     
    assign c_out = g | (p & c_in);
endmodule
module carry_4b(a, b, c_in, c, c_out);
    input [3:0] a;
    input [3:0] b;
    input c_in;
    output [3:1] c;   
    output c_out;
    carry_1b carry_bit_0(.a(a[0]), .b(b[0]), .c_in(c_in), .c_out(c[1]));
    carry_1b carry_bit_1(.a(a[1]), .b(b[1]), .c_in(c[1]), .c_out(c[2]));
    carry_1b carry_bit_2(.a(a[2]), .b(b[2]), .c_in(c[2]), .c_out(c[3]));
    carry_1b carry_bit_3(.a(a[3]), .b(b[3]), .c_in(c[3]), .c_out(c_out));
endmodule
module cla_16b(sum, c_out, a, b, c_in);
    parameter   N = 16;
    output [N-1:0] sum;
    output         c_out;
    input [N-1: 0] a, b;
    input          c_in;
    wire [3:1] c_4b;     
    wire [11:0] c_1b;    
    cla_4b iCLA_4B_0(.sum(sum[3:0]), .c_out(), .a(a[3:0]), .b(b[3:0]), .c_in(c_in));
    carry_4b iCARRY_4b_0(.a(a[3:0]), .b(b[3:0]), .c_in(c_in), .c(c_1b[2:0]), .c_out(c_4b[1]));
    cla_4b iCLA_4B_1(.sum(sum[7:4]), .c_out(), .a(a[7:4]), .b(b[7:4]), .c_in(c_4b[1]));
    carry_4b iCARRY_4b_1(.a(a[7:4]), .b(b[7:4]), .c_in(c_4b[1]), .c(c_1b[5:3]), .c_out(c_4b[2]));
    cla_4b iCLA_4B_2(.sum(sum[11:8]), .c_out(), .a(a[11:8]), .b(b[11:8]), .c_in(c_4b[2]));
    carry_4b iCARRY_4b_2(.a(a[11:8]), .b(b[11:8]), .c_in(c_4b[2]), .c(c_1b[8:6]), .c_out(c_4b[3]));
    cla_4b iCLA_4B_3(.sum(sum[15:12]), .c_out(), .a(a[15:12]), .b(b[15:12]), .c_in(c_4b[3]));
    carry_4b iCARRY_4b_3(.a(a[15:12]), .b(b[15:12]), .c_in(c_4b[3]), .c(c_1b[11:9]), .c_out(c_out));
endmodule
module cla_4b(sum, c_out, a, b, c_in);
    parameter   N = 4;
    output [N-1:0] sum;
    output         c_out;
    input [N-1: 0] a, b;
    input          c_in;
    wire [3:0] g;        
    wire [3:0] p;        
    wire [3:0] pc;       
    wire [3:1] c;        
    wire [3:0] g_NOT;    
    wire [3:0] pc_NOT;   
    wire [3:0] c_NOT;    
    fullAdder_1b iFA0(.s(sum[0]), .c_out(), .a(a[0]), .b(b[0]), .c_in(c_in));
    fullAdder_1b iFA1(.s(sum[1]), .c_out(), .a(a[1]), .b(b[1]), .c_in(c[1]));
    fullAdder_1b iFA2(.s(sum[2]), .c_out(), .a(a[2]), .b(b[2]), .c_in(c[2]));
    fullAdder_1b iFA3(.s(sum[3]), .c_out(), .a(a[3]), .b(b[3]), .c_in(c[3]));
    carry_4b iCARRY_4b_0(.a(a), .b(b), .c_in(c_in), .c(c), .c_out(c_out));
endmodule
`default_nettype none
module execute (read1Data, read2Data, aluOp, aluSrc, immExt, aluOut, zf, sf, of, cf);
   input wire [15:0]   read1Data;      
   input wire [15:0]   read2Data;      
   input wire [3:0]    aluOp;
   input wire          aluSrc;         
   input wire [15:0]   immExt ;        
   output wire   [15:0]   aluOut;   
   output wire   sf;  
   output wire   zf;  
   output wire   of;  
   output wire   cf;  
   wire [15:0] InB;
   assign InB = (aluSrc) ? immExt : read2Data;
   alu #(.NUM_OPERATIONS(4))
      iALU( 
         .InA(read1Data), 
         .InB(InB), 
         .Oper(aluOp), 
         .Out(aluOut), 
         .zf(zf), 
         .sf(sf),
         .of(of),
         .cf(cf));
endmodule
`default_nettype wire
module fullAdder_1b(s, c_out, a, b, c_in);
    output s;
    output c_out;
    input  a, b;
    input  c_in;
    wire xorAxB, nandAxB, andAxB, nandABxC, andABxC, c_out_NOT;
    xor2 iXOR2_1(.in1(a), .in2(b), .out(xorAxB));
    nand2 iNAND2_1(.in1(a), .in2(b), .out(nandAxB));
    not1 iNOT1_1(.in1(nandAxB), .out(andAxB));
    xor2 iXOR2_2(.in1(xorAxB), .in2(c_in), .out(s));
    nand2 iNAND2_2(.in1(xorAxB), .in2(c_in), .out(nandABxC));
    not1 iNOT1_2(.in1(nandABxC), .out(andABxC));
    nor2 iNOR1_1(.in1(andABxC), .in2(andAxB), .out(c_out_NOT));
    not1 iNOT1_3(.in1(c_out_NOT), .out(c_out));
endmodule
module left_shift_rot(In, ShAmt, Rot, Out);
    input [15:0] In;
    input [3:0] ShAmt;
    input Rot;
    output [15:0] Out;
    wire [15:0] stage1, stage2, stage3;
    assign stage1 = (ShAmt[0]) ? 
                        (Rot ? 	{In[14:0], In[15]} :  
                                {In[14:0], 1'b0})  :  
                    In;
    assign stage2 = (ShAmt[1]) ? 
                        (Rot ? 	{stage1[13:0], stage1[15:14]}   :  
                                {stage1[13:0], 2'b00})          :  
                    stage1;
    assign stage3 = (ShAmt[2]) ? 
                        (Rot ? 	{stage2[11:0], stage2[15:12]}   :  
                                {stage2[11:0], 4'h0})           :  
                    stage2;
    assign Out =    (ShAmt[3]) ? 
                        (Rot ? 	{stage3[7:0], stage3[15:8]} :  
                                {stage3[7:0], 8'h00})       :  
                    stage3;
endmodule
module nand2 (out,in1,in2);
    output out;
    input in1,in2;
    assign out = ~(in1 & in2);
endmodule
module nor2 (out,in1,in2);
    output out;
    input in1,in2;
    assign out = ~(in1 | in2);
endmodule
module not1 (out, in1);
    output out;
    input in1;
    assign out = ~in1;
endmodule
module overflow(A, B, sum, carry_out, Oper, sign, of);
    input [15:0] A;
    input [15:0] B;
    input [15:0] sum;
    input        carry_out;
    input [3:0]  Oper;
    input        sign;
    output       of;
    wire signed_overflow, unsigned_overflow;
    wire OpcodeCheck = Oper == 4'b0100 | Oper == 4'b0101 | Oper == 4'b1001 | Oper == 4'b1010 | Oper == 4'b1100; 
    assign signed_overflow = (OpcodeCheck & sign) ? ((A[15] & B[15] & ~sum[15]) | (~A[15] & ~B[15] & sum[15])) : 1'b0;
    assign unsigned_overflow = (OpcodeCheck & ~sign) ? carry_out : 1'b0;
    assign of = signed_overflow | unsigned_overflow;
endmodule
module right_shift_rot_log(In, ShAmt, Rot, Out);
    input [15:0] In;
    input [3:0] ShAmt;
    input Rot;
    output [15:0] Out;
    wire [15:0] stage1, stage2, stage3;
    assign stage1 = (ShAmt[0]) ? 
                        (Rot ? {In[0], In[15:1]}     :  
                                    {1'b0, In[15:1]})   :  
                    In;
    assign stage2 = (ShAmt[1]) ? 
                        (Rot ? {{stage1[1:0]}, stage1[15:2]}      :  
                                    {2'b00, stage1[15:2]})          :  
                    stage1;
    assign stage3 = (ShAmt[2]) ? 
                        (Rot ? {{stage2[3:0]}, stage2[15:4]}   :  
                                    {4'h0, stage2[15:4]})           :  
                    stage2;
    assign Out =    (ShAmt[3]) ? 
                        (Rot ? {{stage3[7:0]}, stage3[15:8]}    :  
                                    {8'h00, stage3[15:8]})          :  
                    stage3;
endmodule
module shifter (In, ShAmt, Oper, Out);
    parameter OPERAND_WIDTH = 16;
    parameter SHAMT_WIDTH   =  4;
    parameter NUM_OPERATIONS = 2;
    input  [OPERAND_WIDTH -1:0] In   ;  
    input  [SHAMT_WIDTH   -1:0] ShAmt;  
    input  [NUM_OPERATIONS-1:0] Oper ;  
    output [OPERAND_WIDTH -1:0] Out  ;  
    wire [OPERAND_WIDTH-1:0] left_shift_rot_result, shift_right_rot_log_result;
    left_shift_rot iLSR(.In(In), .ShAmt(ShAmt), .Rot(~Oper[0]), .Out(left_shift_rot_result));
    right_shift_rot_log iRSAL(.In(In), .ShAmt(ShAmt), .Rot(~Oper[0]), .Out(shift_right_rot_log_result));
    assign Out = (Oper[1]) ? shift_right_rot_log_result : left_shift_rot_result;
endmodule  
module xor2 (out,in1,in2);
    output out;
    input in1,in2;
    assign out = in1 ^ in2;
endmodule
### ./run.sh
#!/bin/bash
# OpenROAD 26Q1-2900-gdf79404cd8, Yosys 0.63+post, stock flow scripts
make -C /OpenROAD-flow-scripts/flow DESIGN_CONFIG=/design/flow/config.mk WORK_HOME=/design/flow/orfs finish
==> out/qor.csv <==
metric,value,unit
diodes inserted,0,
final wirelength,20.5,mm
Max-Cap Viols,0,
via count of the routed design,5771,
worst ir drop on vdd,0.0280,mV
Core ar.,14600,um^2
Critical Path Stages,29,
Syn Area/Cell,6.83,um^2
global route overflow,0,
final setup margin,203,ps
Final Non-Filler Cells,950,
sequential cell area,0,um^2
worst-margin pin slew,874,ps
FMAX,84.1,MHz
drt initial violations,597,
Final Hold Fails,0,
Synth top cells by count,"nand2_1 (80), mux2i_1 (73), nor2_1 (60)",
pins over their slew limit,0,
die y size,125,um
crit path buf inv count,6,
pwr dens,72.6,nW/um^2
fin area,6050,um^2
DR vias/cell,6.07,
antenna violation net count after detailed routing,0,
vias in the first global route,5308,
cell mode on critical path,fa_2,
worst path required time,9680,ps
antenna violations before repair,0,
Placer Congestion,1.04,
RSZ-0062 raised after global routing,true,
post-cts hold buffer count,0,
outcome,"complete, no violations",
placed insts,941,
total negative setup slack,0,ps
slowest CP cell,fa_2,
Slew HR,41.5,%
Max-area cell share,16.1,%
Yosys chip area,4550,um^2
Yosys warning total,0,
die area,15700,um^2
Cell area leaders,"mux2i_1 (16%), fa_1 (6.6%), nand2_1 (6.6%), a21oi_1 (5.9%), ha_1 (5.5%)",
Hold Crit Class,input port to output pin,
"CP delay by family, top",adder cells,
# DRC,0,
first-pass GRT wire length,31.5,mm
CP max stage delay,600,ps
Hold Path Depth,8,
Placed Area,5840,um^2
leakage power,2.59,nW
Fill cells,1493,
final worst path period share,98.3,%
yosys cell count,666,
Synth Seq Share,0,%
CP Class,input port to output pin,
cell type with the largest total area,mux2i_1,
pre-CTS setup slack,-1020,ps
Critical Path Source Type,input port,
"Setup violations, final",0,
Cells after Synth,666,
area grow syn2layout,33.0,%
first-pass iteration count of the detailed router,11,
fp_density,31.1,%
largest net degree at the start of global routing,40,
tool warnings,41,
Crit. End Element,output pin,
DP Wirelength,16.0,mm
row cnt,44,
most frequent cell after synthesis,nand2_1,
synthesized area,4550,um^2
Tmin final,11900,ps
proportion of layout cells with a drive suffix above 1,20.2,%
# IOs,73,
die width,125,um
WP data arrival,9480,ps
Final Util,41.3,%
flip-flops,0,
Pwr Total,0.439,mW
"Max FO, Critical Path",5,
Total GRT Usage,26.2,%
Wirelength per Cell,21.6,um
port buffer count,73,
Distinct lib cells used,64,
worst hold slack,5550,ps
clock buffers,0,
[final timing paths]
check	start	end	slack [ps]
worst min-delay path	aluOp[2]	aluOut[0]	5550
worst max-delay path	aluSrc	aluOut[0]	200
[layout by cell type (no fill, tap or decap), types with 6 or more instances in the layout]
master	n
a211oi_1	12
a21oi_1	52
a221oi_1	9
a22o_1	6
a22oi_1	8
a31oi_1	7
buf_4	86
clkdlybuf4s50_1	58
dlymetal6s2s_1	8
fa_2	15
ha_1	20
inv_1	14
mux2_2	12
mux2i_1	70
nand2_1	78
nand3_1	17
nor2_1	59
nor3_1	13
o211ai_1	13
o21ai_0	40
o21ai_1	8
o221ai_1	10
o22ai_1	28
xnor2_1	22
xnor2_2	6
[logic make-up after synthesis]
| kind of cell | count (synthesis) | synth area share [%] |
|---|---|---|
| buffers and inverters | 77 | 7.40 |
| xor gates and xnor gates | 28 | 5.89 |
| adders and majority gates | 35 | 12.1 |
| AOI/OAI and AO/OA | 236 | 34.4 |
| muxes | 90 | 20.7 |
| and+or+nand+nor | 200 | 19.6 |
[layer usage]
| metal | share of wire, % | track usage, % | up-vias |
|---|---|---|---|
| li1 | - | - | 2709 |
| met1 | 45 | 38.6 | 2689 |
| met2 | 42 | 38.6 | 329 |
| met3 | 9.0 | 5.23 | 44 |
| met4 | 3.3 | 7.96 | 0 |
| met5 | 0 | 0 | - |
[power breakdown]
part	switching [mW]	internal (mW)
Clock	0	0
Sequential	0	0
Combinational	0.243	0.196
[what timing repair did]
item / 4_1_cts / 5_1_grt
pin swaps: 3 / 10
endpoints found under the setup margin: 5 / 3
resized: 22 / 50
setup buffers: 1 / 8
[cell type report]
| cell class | instances | area, um^2 | share of cell area [%] |
|---|---|---|---|
| timing repair buffer | 159 | 1390 | 23.0 |
| tap | 184 | 230 | 3.80 |
| multi-input combinational | 589 | 4360 | 72.1 |
| inverter | 18 | 67.6 | 1.12 |
Power is estimated from default activity; no workload was simulated.
